==> design.v <==
module
Router_Fsm(clk,rst,pktvalid,parity_done,srst0,srst1,srst2,fifofull,lowpktvalid,fifoe0,fifoe1,fifoe2,din,detect_add,ld_state,laf_state,full_state,lfd_state,we_en_reg,rst_int_reg,busy);
input clk,rst,pktvalid,parity_done,srst0,srst1,srst2,fifofull,lowpktvalid;
input fifoe0,fifoe1,fifoe2;
input [1:0]din;
output detect_add,ld_state,laf_state,full_state,lfd_state,we_en_reg,rst_int_reg,busy;
parameter 
DECODE_ADD=4'b0001,
LFD=4'b0010,
LD=4'b0011,
FFS=4'b0100,
LAF=4'b0101,
LP=4'b0110,
CPERROR=4'b0111,
WAIT_TILL_EMPTY=4'b1000;
reg [3:0] present_state,nxt_state;
reg [1:0] add;  
always @(posedge clk)
begin
if(!rst)
add<=0;
else if((srst0&&din==2'b00)||(srst1&&din==2'b01)||(srst2&&din==2'b10))
add<=0;
else
add<=din;
end
always @(posedge clk)
begin
if(!rst)
present_state=DECODE_ADD;
else if((srst0&&din==2'b00)||(srst1&&din==2'b01)||(srst2&&din==2'b10))
present_state<=DECODE_ADD;
else
present_state<=nxt_state;
end
always @(*)
begin
nxt_state=DECODE_ADD;
case (present_state)
DECODE_ADD:
begin
if((pktvalid && (add==2'b00) && fifoe0)||(pktvalid && (din==2'b01) && fifoe1)||(pktvalid
&& (din==2'b10) &&fifoe2))
nxt_state=LFD;
else if ((pktvalid && (din==2'b00) && !fifoe0)||(pktvalid && (din==2'b01) &&
!fifoe1)||(pktvalid && (din==2'b10) && !fifoe2))
nxt_state=WAIT_TILL_EMPTY;
else
nxt_state=DECODE_ADD;
end
LFD:
nxt_state=LD;
LD:
begin
if(fifofull)
nxt_state=FFS;
else if(!pktvalid && !fifofull)
nxt_state=LP;
else
nxt_state=LD;
end
FFS:
begin
if(!fifofull)
nxt_state=LAF;
else
nxt_state=FFS;
end
LAF:
begin
if(!parity_done && !lowpktvalid)
nxt_state=LD;
else if(!parity_done && lowpktvalid)
nxt_state=LP;
else if(parity_done)
nxt_state=DECODE_ADD;
end
LP:
nxt_state=CPERROR;
CPERROR:
begin
if(!fifofull)
nxt_state=DECODE_ADD;
else
nxt_state=FFS;
end
WAIT_TILL_EMPTY:
begin
if ((fifoe0 && (add==2'b00))||(fifoe1 && (add==2'b01))||(fifoe2 && (add==2'b10)))
nxt_state=LFD;
else
nxt_state=WAIT_TILL_EMPTY;
end
default: nxt_state=DECODE_ADD;
endcase
end
assign detect_add=(present_state==DECODE_ADD)?1'b1:1'b0;
assign lfd_state=(present_state==LFD)?1'b1:1'b0;
assign ld_state=(present_state==LD)?1'b1:1'b0;
assign laf_state=(present_state==LAF)?1'b1:1'b0;
assign rst_int_reg=(present_state==CPERROR)?1'b1:1'b0;
assign full_state=(present_state==FFS)?1'b1:1'b0;
assign
we_en_reg=((present_state==LAF)||(present_state==LD)||(present_state==LP))?1'b1:1'b0;
assign
busy=((present_state==LP)||(present_state==LFD)||(present_state==LAF)||(present_state==CPERROR)||(present_state==FFS)||(present_state==WAIT_TILL_EMPTY))?1'b1:1'b0;
endmodule
module Router_Fifo(clk, resetn, soft_reset, w_en, r_en, lfd_state, d_in, d_out, empty, full);
input clk, resetn, soft_reset, w_en, r_en, lfd_state;
input [7:0]d_in;
output reg [7:0]d_out;
output empty, full;
reg [4:0]w_ptr,r_ptr;
reg [5:0]count;
reg [8:0] mem[15:0];
integer i;
always@(posedge clk)
begin
if(!resetn)
begin
for(i=0; i<16; i=i+1)
begin
mem[i] <= 1'b0;
end
end
else if(soft_reset)
begin
for(i=0; i<16; i=i+1)
begin
mem[i] <= 1'b0;
end
end
else
if(w_en && !full)
begin
mem[w_ptr[4:0]] <= {lfd_state, d_in};
end
end
always@(posedge clk)
begin
if(!resetn)
begin
d_out <= 8'h00;
end
else if(soft_reset)
begin
d_out <= 8'hzz;
end
else
if(r_en && !empty)
begin
d_out <= mem[r_ptr[3:0]];
end
end
always@(posedge clk)
begin
if(!resetn)
{w_ptr, r_ptr} <= 1'b0;
if(soft_reset)
{w_ptr, r_ptr} <= 1'b0;
else
begin
if(w_en && !full)
w_ptr <= w_ptr + 1'b1;
if(r_en && !empty)
r_ptr <= r_ptr + 1'b1;
end
end
always@(posedge clk)
begin
if(!resetn || soft_reset)
count <= 0;
else if(r_en && !empty)
begin
if(mem[r_ptr[4:0]][8] == 1'b1)
count <= mem[r_ptr[3:0]][7:2] + 1'b1;
else if(count != 6'd0)
count <= count - 1'b1;
end
end
assign empty = (r_ptr == w_ptr) ? 1'b1 : 1'b0;
assign full = (w_ptr == 5'd16) ? 1'b1 : 1'b0;
endmodule
module Router_synchronizer(clk,rst,detect_add,wr_en_reg,din,e0,e1,e2,f0,f1,f2,re0,re1,re2,we,fifofull,srst0,srst1,srst2,vldout0,vldout1,vldout2);
input clk,rst,detect_add,wr_en_reg,e0,e1,e2,f0,f1,f2,re0,re1,re2;
input [1:0]din;
output reg [2:0]we;
output reg fifofull,srst0,srst1,srst2;
output vldout0,vldout1,vldout2;
reg [1:0] temp_reg;
reg [4:0] timer_0,timer_1,timer_2;
wire flag_0=(timer_0==5'd29);
wire flag_1=(timer_1==5'd29);
wire falg_2=(timer_2==5'd29);  
always @(posedge clk)
begin
if(!rst)
temp_reg<=1'b0;
else if(detect_add)
temp_reg<=din;
end
always @ (posedge clk)
begin
if (wr_en_reg)
begin
case(temp_reg)
2'b00 : we <= 3'b001;  
2'b01 : we <= 3'b010;
2'b10 : we <= 3'b100;
default: we <= 3'b000;
endcase
end
end
always@(posedge clk)
begin
case(temp_reg)
2'b00 : fifofull <= f0;
2'b01 : fifofull <= f1;
2'b10 : fifofull <= f2;
default: fifofull <= 1'b0;
endcase
end
always @(posedge clk)
begin
if(!rst)
begin
timer_0<=1'b0;
srst0<=1'b0;
end
else if(vldout0)
begin
if((~re0) && (flag_0))
begin
srst0<=1'b1;
timer_0<=5'b0;
end
end
else
begin
srst0<=1'b0;
timer_0<=timer_0+1'b1;
end
end
always @(posedge clk)
begin
if(!rst)
begin
timer_1<=1'b0;
srst1<=1'b0;
end
else if(vldout1)
begin
if((~re1) && (flag_1))
begin
srst1<=1'b1;
timer_1<=5'b0;
end
end
else
begin
srst1<=1'b0;
timer_1<=timer_1+1'b1;
end
end
always @(posedge clk)
begin
if(!rst)
begin
timer_2<=1'b0;
srst2<=1'b0;
end
else if(vldout2)
begin
if((~re2) && (flag_2))
begin
srst2<=1'b1;
timer_2<=5'b0;
end
end
else
begin
srst2<=1'b0;
timer_2<=timer_2+1'b1;
end
end
assign vldout0 = ~e0;
assign vldout1 = ~e1;
assign vldout2 = ~e2;
endmodule
==> run.sh <==
#!/bin/bash
# OpenROAD 26Q1-2900-gdf79404cd8, Yosys 0.63+post, stock flow scripts
make -C /OpenROAD-flow-scripts/flow DESIGN_CONFIG=/design/flow/config.mk WORK_HOME=/design/flow/orfs finish
==> config.mk <==
export PLATFORM = sky130hd
export DESIGN_NAME = Router_Fsm
export DESIGN_NICKNAME = Router_Fsm
export VERILOG_FILES = /design/flow/design.v
export SDC_FILE = /design/flow/constraint.sdc
export NUM_CORES = 4
export LEC_CHECK = 1
export CORE_AREA = 10 10 70 70
export DIE_AREA = 0 0 80 80
==> constraint.sdc <==
current_design Router_Fsm

set clk_period 2.1
set clk_io_pct 0.2

create_clock -name clk0 -period $clk_period [get_ports {clk}]

set non_clock_inputs [all_inputs -no_clocks]
set_input_delay [expr $clk_period * $clk_io_pct] -clock clk0 $non_clock_inputs
set_output_delay [expr $clk_period * $clk_io_pct] -clock clk0 [all_outputs]
==> results.json <==
{
  "ir_worst_vdd_v": 0.000354,
  "drv_slew": 0,
  "setup_viol": 0,
  "numSynthFlops": 10,
  "ys_seq_frac": 0.413,
  "cts_hold_buffers": 0,
  "clock-sinks": 10,
  "route.met2.wl_um": 556,
  "post-cts-setup-buffers": 0,
  "drtAntennaViolNets": 0,
  "endpoint_kind": "output pin",
  "final_util": 0.229,
  "initCoreUtil": 0.142,
  "flop_cell": "dfxtp_1",
  "grt_pass1_wl_um": 2190,
  "post_cts_resized": 0,
  "hold_viol_final": 0,
  "diodes": 0,
  "skew_ns": 0.00209,
  "warnings": 25,
  "port_buffers": 21,
  "cp.arrival_ns": 1.46,
  "startpoint_type": "register",
  "cts_tree": "yes",
  "post-synth-top-count-cell": "dfxtp_1",
  "rsz0062_at_grt": "false",
  "die_width_um": 80,
  "async_reset_ff_frac": 0,
  "vias": 504,
  "fin_crit_sh": 0.894,
  "hp-class": "reg -> reg",
  "synthToLayoutAreaGrowth_pct": 61.8,
  "detailedRoute.firstIterationViolations": 32,
  "tns_ns": 0,
  "instances_no_fill": 127,
  "ioPinCount": 22,
  "grt_overflow": 0,
  "place_ws_ns": 0.299,
  "drive_gt1_frac": 0.0741,
  "route.detailed.drc": 0,
  "finalWorstSetupSlack_ns": 0.223,
  "clk_latency_ns": 0.26,
  "grt_max_degree": 10,
  "largest_area_cell": "dfxtp_1",
  "status": "complete, no violations",
  "maxSlewHeadroom": 0.781,
  "drv_cap": 0,
  "crit_type": "reg -> out",
  "area_leaders": "dfxtp_1, inv_1, nand3b_1",
  "yosys_cells": 57,
  "grtUsageTotal": 0.0433,
  "dieArea_mm2": 0.00640,
  "wire_per_inst_um": 11.5,
  "fmax_mhz": 533,
  "netlist_instances": 57,
  "total_power_uw": 452,
  "cellPowerDensity_mw_per_mm2": 577,
  "ys_area_um2": 484,
  "period_minus_slack_ns": 1.88,
  "cts_root_buf": "clkbuf_4",
  "grt_pass1_vias": 464,
  "edf_count": 0,
  "cp.required_ns": 1.68,
  "fp-row-count": 21,
  "top_cell_area_share": 0.413,
  "synth_area_um2": 484,
  "clkTransAtPathRegs_ns": 0.06,
  "tightest_slew_ns": 0.329,
  "drt_first_pass_iters": 4,
  "dp_hpwl_um": 1170,
  "chipHeight_um": 80,
  "core_area_mm2": 0.00342,
  "wl_um": 1460,
  "postSynthAreaPerCell_um2": 8.49,
  "r2r_slack_ns": 0.90,
  "top_layer": "met4",
  "vias_per_cell": 3.97,
  "power.leakage_nw": 0.307,
  "cts_buffer_depth": 2,
  "met3WireLength_um": 234,
  "wirelength_met1_um": 660,
  "synth_cell_types": 26,
  "yosysWarnings": 2,
  "numCtsBuffers": 3,
  "synthTopCellsByCount": "dfxtp_1, inv_1, nand2_1, nor2_1",
  "critPathMaxFanout": 6,
  "antenna_found_initial": 0,
  "place.gp.congestion": 0.767,
  "dp_cells": 123,
  "cts-htree-levels": 1
}
==> registers in the layout, indices dropped and copies added, names as in the netlist <==
register       flops
present_state      8
add                2
==> through the flow <==
stage | hold slack [ns] | area [um2]
2_1_floorplan | 0.446 | 484
3_3_place_gp | 0.476 | 747
3_5_place_dp | 0.477 | 747
4_1_cts | 0.500 | 783
5_1_grt | 0.519 | 783
6_report | 0.499 | 783
==> power by group <==
part	internal (mW)	leakage, nW	switching, mW	total [mW]
sequential	0.196	0.0813	0.00575	0.201
combinational	0.0478	0.204	0.0313	0.0791
clock	0.105	0.0210	0.0664	0.172
==> cell type report <==
class	count	area [um2]
Fill cell	384	2630
Multi-Input combinational cell	40	256
Timing Repair Buffer	21	210
Sequential cell	10	200
Tap cell	46	57.6
Clock buffer	4	36.3
Inverter	6	22.5
==> kinds of logic (layout without fill, tap and decap cells) <==
logic type,count (synthesis),count (layout),share of synthesized area
buffers and inverters,7,31,0.0568
muxes,2,2,0.0413
AOI/OAI and AO/OA,12,12,0.191
DFF,10,10,0.413
and+or+nand+nor,26,26,0.297
==> critical path, cell delays in order (launching register included) <==
cell and delay [ns]:
dfxtp_1 0.36, nor4_1 0.31, nand2_1 0.11, clkdlybuf4s50_1 0.43
==> placed cells by master (no fill, tap or decap) <==
cell type and count:
clkbuf_4 3, clkdlybuf4s50_1 21, o211a_1 1, a31oi_1 3, inv_1 6, and3_1 2, o21ai_0 2, mux2i_1 2
nand2b_1 1, clkbuf_8 1, dfxtp_1 10, nor3_1 2, nor2_2 1, a32oi_1 1, o211ai_1 1, nand3b_1 3
o32a_1 1, o211ai_2 1, nor4_1 1, and2_1 2, a21oi_1 1, nand3_1 3, nor2_1 4, nor3b_1 1
a222oi_1 1, or3_1 1, or3b_1 1, nand2_1 4
==> routing by layer <==
metal,GRT usage,up-vias
li1,-,257
met1,0.0568,213
met2,0.0546,32
met3,0.0352,2
met4,0.00528,0
met5,0,-
==> final timing paths <==
path	from	to	cells after the start
min	present_state[4]	present_state[7]	1
max reg2reg	add[1]	present_state[1]	4
max	present_state[5]	busy	3
min reg2reg	present_state[4]	present_state[7]	1
Power and IR drop assume default switching activity.
