**flow/run.sh**
```bash
#!/bin/bash
# OpenROAD 26Q1-2900-gdf79404cd8, Yosys 0.63+post, stock flow scripts
make -C /OpenROAD-flow-scripts/flow DESIGN_CONFIG=/design/flow/config.mk WORK_HOME=/design/flow/orfs finish
```
**flow/config.mk**
```make
export PLATFORM = sky130hd
export DESIGN_NAME = Router_Fifo
export DESIGN_NICKNAME = Router_Fifo
export VERILOG_FILES = /design/flow/design.v
export SDC_FILE = /design/flow/constraint.sdc
export NUM_CORES = 4
export LEC_CHECK = 1
export CORE_UTILIZATION = 50
```
**flow/constraint.sdc**
```tcl
current_design Router_Fifo

set clk_period 4.3
set clk_io_pct 0.2

create_clock -name clk0 -period $clk_period [get_ports {clk}]

set non_clock_inputs [all_inputs -no_clocks]
set_input_delay [expr $clk_period * $clk_io_pct] -clock clk0 $non_clock_inputs
set_output_delay [expr $clk_period * $clk_io_pct] -clock clk0 [all_outputs]
```
**flow/design.v**
```verilog
module
Router_Fsm(clk,rst,pktvalid,parity_done,srst0,srst1,srst2,fifofull,lowpktvalid,fifoe0,fifoe1,fifoe2,din,detect_add,ld_state,laf_state,full_state,lfd_state,we_en_reg,rst_int_reg,busy);
input clk,rst,pktvalid,parity_done,srst0,srst1,srst2,fifofull,lowpktvalid;
input fifoe0,fifoe1,fifoe2;
input [1:0]din;
output detect_add,ld_state,laf_state,full_state,lfd_state,we_en_reg,rst_int_reg,busy;
parameter 
DECODE_ADD=4'b0001,
LFD=4'b0010,
LD=4'b0011,
FFS=4'b0100,
LAF=4'b0101,
LP=4'b0110,
CPERROR=4'b0111,
WAIT_TILL_EMPTY=4'b1000;
reg [3:0] present_state,nxt_state;
reg [1:0] add;  
always @(posedge clk)
begin
if(!rst)
add<=0;
else if((srst0&&din==2'b00)||(srst1&&din==2'b01)||(srst2&&din==2'b10))
add<=0;
else
add<=din;
end
always @(posedge clk)
begin
if(!rst)
present_state=DECODE_ADD;
else if((srst0&&din==2'b00)||(srst1&&din==2'b01)||(srst2&&din==2'b10))
present_state<=DECODE_ADD;
else
present_state<=nxt_state;
end
always @(*)
begin
nxt_state=DECODE_ADD;
case (present_state)
DECODE_ADD:
begin
if((pktvalid && (add==2'b00) && fifoe0)||(pktvalid && (din==2'b01) && fifoe1)||(pktvalid
&& (din==2'b10) &&fifoe2))
nxt_state=LFD;
else if ((pktvalid && (din==2'b00) && !fifoe0)||(pktvalid && (din==2'b01) &&
!fifoe1)||(pktvalid && (din==2'b10) && !fifoe2))
nxt_state=WAIT_TILL_EMPTY;
else
nxt_state=DECODE_ADD;
end
LFD:
nxt_state=LD;
LD:
begin
if(fifofull)
nxt_state=FFS;
else if(!pktvalid && !fifofull)
nxt_state=LP;
else
nxt_state=LD;
end
FFS:
begin
if(!fifofull)
nxt_state=LAF;
else
nxt_state=FFS;
end
LAF:
begin
if(!parity_done && !lowpktvalid)
nxt_state=LD;
else if(!parity_done && lowpktvalid)
nxt_state=LP;
else if(parity_done)
nxt_state=DECODE_ADD;
end
LP:
nxt_state=CPERROR;
CPERROR:
begin
if(!fifofull)
nxt_state=DECODE_ADD;
else
nxt_state=FFS;
end
WAIT_TILL_EMPTY:
begin
if ((fifoe0 && (add==2'b00))||(fifoe1 && (add==2'b01))||(fifoe2 && (add==2'b10)))
nxt_state=LFD;
else
nxt_state=WAIT_TILL_EMPTY;
end
default: nxt_state=DECODE_ADD;
endcase
end
assign detect_add=(present_state==DECODE_ADD)?1'b1:1'b0;
assign lfd_state=(present_state==LFD)?1'b1:1'b0;
assign ld_state=(present_state==LD)?1'b1:1'b0;
assign laf_state=(present_state==LAF)?1'b1:1'b0;
assign rst_int_reg=(present_state==CPERROR)?1'b1:1'b0;
assign full_state=(present_state==FFS)?1'b1:1'b0;
assign
we_en_reg=((present_state==LAF)||(present_state==LD)||(present_state==LP))?1'b1:1'b0;
assign
busy=((present_state==LP)||(present_state==LFD)||(present_state==LAF)||(present_state==CPERROR)||(present_state==FFS)||(present_state==WAIT_TILL_EMPTY))?1'b1:1'b0;
endmodule
module Router_Fifo(clk, resetn, soft_reset, w_en, r_en, lfd_state, d_in, d_out, empty, full);
input clk, resetn, soft_reset, w_en, r_en, lfd_state;
input [7:0]d_in;
output reg [7:0]d_out;
output empty, full;
reg [4:0]w_ptr,r_ptr;
reg [5:0]count;
reg [8:0] mem[15:0];
integer i;
always@(posedge clk)
begin
if(!resetn)
begin
for(i=0; i<16; i=i+1)
begin
mem[i] <= 1'b0;
end
end
else if(soft_reset)
begin
for(i=0; i<16; i=i+1)
begin
mem[i] <= 1'b0;
end
end
else
if(w_en && !full)
begin
mem[w_ptr[4:0]] <= {lfd_state, d_in};
end
end
always@(posedge clk)
begin
if(!resetn)
begin
d_out <= 8'h00;
end
else if(soft_reset)
begin
d_out <= 8'hzz;
end
else
if(r_en && !empty)
begin
d_out <= mem[r_ptr[3:0]];
end
end
always@(posedge clk)
begin
if(!resetn)
{w_ptr, r_ptr} <= 1'b0;
if(soft_reset)
{w_ptr, r_ptr} <= 1'b0;
else
begin
if(w_en && !full)
w_ptr <= w_ptr + 1'b1;
if(r_en && !empty)
r_ptr <= r_ptr + 1'b1;
end
end
always@(posedge clk)
begin
if(!resetn || soft_reset)
count <= 0;
else if(r_en && !empty)
begin
if(mem[r_ptr[4:0]][8] == 1'b1)
count <= mem[r_ptr[3:0]][7:2] + 1'b1;
else if(count != 6'd0)
count <= count - 1'b1;
end
end
assign empty = (r_ptr == w_ptr) ? 1'b1 : 1'b0;
assign full = (w_ptr == 5'd16) ? 1'b1 : 1'b0;
endmodule
```
==> notes.md <==
fresh numbers from the pnr run: status=completed, Core Region=roughly 0.013 mm^2, pin count of the biggest net entering global routing=37, PostCTS Resize Cnt=0, skew final=8.294 ps, vias=between 3000 and 4000, Most used DFF post-synth=edfxtp_1, Setup Viol. Count Final=0, met2 wire length=6872 um, Fin Setup TNS=0 ps, Max Fclk=around 320 MHz, clk latency of the worst-skew pair=roughly 420 ps, DP Worst Slack=891.6 ps, vias in the first global route=4119, Async S/R FF share, synth=0%, yosys warns=2, unique cell type count in the Yosys netlist=about 42, Final ANT Viol Nets=0, num rows=around 42, post-CTS setup buffers=0, routed length per instance=20.99 um, final worst slack=1135 ps, crit share post-route=between 70% and 80%, final hold viol count=0, CTS buffer count=17, area grow syn2layout=13.87%, Critical R2R Capture=mem[2][0]$_SDFFCE_PN0P_, PD cells=406.4 mW/mm^2, WL met1=5920 um, H-tree depth=4, Logic family by area=simple AND/OR/NAND/NOR gates, dpl hpwl=9258 um, FF-to-FF setup slack=1450 ps, fin. max-slew vios=0, top-count cell post-synth=edfxtp_1, DR DRC count=0, Area after DPL=0.007321 mm^2, worst vdd ir=~0.00024 V, Chip Area, Yosys=0.006902 mm^2, Mean Syn Cell Area=14.35 um^2, cts-stage hold buffer count=0, Pleak=0.002952 uW, Die Wd=119.5 um, post-route non-filler standard cell count=697, clk buf depth=2, DR pass1 iterations=4, initial antenna violation count=0, post-synthesis mux area share=12.91%, DIE HEIGHT=119.5 um, met3 WL post-DR=1649 um, top routing layer in use=met4, Filler Cells Inserted=1003, wire length of the first global-routing pass=23100 um, final non-filler cell area=a little under 0.008 mm^2, top cells by count=edfxtp_1 (128), and2_1 (97), and3_1 (32), mux4_2 (32), tool warnings=29, top cell type by total area after synthesis=edfxtp_1, Fin Hold WS=464.3 ps, Worst setup endpoint=full, Max-cap violations=0, Crit Path Max Fanout=11, yosys aoi share=4.260%, mapped cell area=0.006902 mm^2, GRT Resource Usage Total=24.63%, layout cell share with drive strength beyond 1=roughly 17%, crit path DRT=3440 ps, clk slew on worst S/H paths=60 ps, xor/xnor share=0.7433%, Initial Utilization=51.71%, io pins=24, post-detailed-route via-to-cell ratio=5.603, logic area=0.002467 mm^2, register area=0.004285 mm^2, Die ar.=0.01428 mm^2, cell count after synthesis=481, Registers, synthesis=150, crit path capture type=output pin, Root Buffer=clkbuf_16, worst flop-to-flop path startpoint=w_ptr[0]$_SDFFE_PP0P_, grt total ovfl=0, Yosys top cell area share=55.69%, number of enable flip-flop cells=128, ys cells=approximately 480, sequential fraction of the synthesis area=62.07%, CP Data Arrival Time=2310 ps, Top cells by area=edfxtp_1 (56%), mux4_2 (10%), and2_1 (8.8%), Routed Wire Length=14630 um, R2R depth=8, dpl cells=665, Adder Area Share=0.9065%, Critical Path Source=w_ptr[0]$_SDFFE_PP0P_, and+or+nand+nor area frac=16.93%, critical path class=reg2out, IO Port Bufs=22, Slew @ Worst Pin=652.0 ps, CTS tree=yes, n_diodes=0, worst min-delay path class=reg2reg, minimum clock period=3165 ps, GP Congestion=0.7762, DRT iter0 DRCs=about 300, Clock Sinks=approximately 150, RSZ-0062 raised after global routing=false, Worst Setup Start Kind=flop, Max transition margin=56.40%
==> layer usage <==
| layer | GRT usage [%] | vias up |
|---|---|---|
| met5 | 0 | - |
| met4 | 3.203 | 0 |
| met2 | 35.66 | 137 |
| met3 | 13.31 | 11 |
| met1 | 37.68 | 1898 |
| li1 | - | 1859 |
==> flip-flops by register name, summed over array words and instances (netlist names), named ones only <==
| register | flops |
|---|---|
| r_ptr | 5 |
| mem | 128 |
| d_out | 8 |
| w_ptr | 5 |
==> how the worst min path moves through the flow <==
stage	end	cells after the start	slack, ps	startpoint
4_1_cts	d_out[6]$_SDFFE_PN0P_	1	470	d_out[6]$_SDFFE_PN0P_
6_report	d_out[1]$_SDFFE_PN0P_	1	460	d_out[1]$_SDFFE_PN0P_
5_1_grt	d_out[1]$_SDFFE_PN0P_	1	480	d_out[1]$_SDFFE_PN0P_
==> critical path, cell delays in order, from the launching register on <==
cell	delay [ps]
dfxtp_1	390
inv_1	120
ha_1	440
nor4bb_2	410
clkdlybuf4s50_1	530
==> report_power, final <==
part | switching [uW] | total, uW | internal [uW] | leakage [uW]
clock | 526 | 1340 | 815 | 0.000267
sequential | 21.5 | 1660 | 1630 | 0.00161
combinational | 115 | 198 | 83.3 | 0.00108
==> layout by cell type (no fill, tap or decap), types with 3 or more instances in the layout <==
cell type        netlist  layout
o21ai_0               13      13
dfxtp_1               22      21
mux2i_1                8       8
clkinv_2               0       4
clkdlybuf4s50_1        0      22
and2_1                97      97
clkbuf_1              14       7
nand2_1               16      16
clkbuf_8               0       3
clkbuf_16              0      18
nand3_1               12      12
and3_1                32      32
a31oi_1                3       3
buf_4                  2      16
nand3b_1               5       5
nor2_1                22      22
o2bb2ai_1              8       8
a21oi_1               14      14
mux4_2                32      32
ha_1                   5       5
mux2_2                 8       8
edfxtp_1             128     128
==> cell families (layout without fill, tap and decap cells) <==
| logic type | after synthesis | in the layout |
|---|---|---|
| flip-flops | 150 | 150 |
| AND/OR/NAND/NOR | 197 | 197 |
| buffers and inverters | 32 | 72 |
| AND-OR/OR-AND | 44 | 44 |
| adder cells (fa/ha/maj) | 5 | 5 |
| XOR/XNOR | 5 | 5 |
| multiplexers | 48 | 48 |
==> metrics by stage <==
step | util, % | power (uW)
finish | 58.88 | 3194
global route | 58.88 | 3308
CTS | 58.88 | 3214
detailed placement | 54.85 | 1886
global placement | 54.85 | 1882
floorplan | - | 1795
==> final cells by class <==
type                    instances  share of cell area [%]
clock buffers                  28                   6.591
clock inverters                 4                  0.2547
inverters                       2                 0.09553
multi-input cells             299                   31.40
flip-flops and latches        150                   54.53
well taps                     176                   2.802
repair buffers                 38                   4.331
No activity file was given, so power comes from the tool's default toggle rates.
