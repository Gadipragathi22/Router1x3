### ./design.v
module
Router_Fsm(clk,rst,pktvalid,parity_done,srst0,srst1,srst2,fifofull,lowpktvalid,fifoe0,fifoe1,fifoe2,din,detect_add,ld_state,laf_state,full_state,lfd_state,we_en_reg,rst_int_reg,busy);
input clk,rst,pktvalid,parity_done,srst0,srst1,srst2,fifofull,lowpktvalid;
input fifoe0,fifoe1,fifoe2;
input [1:0]din;
output detect_add,ld_state,laf_state,full_state,lfd_state,we_en_reg,rst_int_reg,busy;
parameter 
DECODE_ADD=4'b0001,
LFD=4'b0010,
LD=4'b0011,
FFS=4'b0100,
LAF=4'b0101,
LP=4'b0110,
CPERROR=4'b0111,
WAIT_TILL_EMPTY=4'b1000;
reg [3:0] present_state,nxt_state;
reg [1:0] add;  
always @(posedge clk)
begin
if(!rst)
add<=0;
else if((srst0&&din==2'b00)||(srst1&&din==2'b01)||(srst2&&din==2'b10))
add<=0;
else
add<=din;
end
always @(posedge clk)
begin
if(!rst)
present_state=DECODE_ADD;
else if((srst0&&din==2'b00)||(srst1&&din==2'b01)||(srst2&&din==2'b10))
present_state<=DECODE_ADD;
else
present_state<=nxt_state;
end
always @(*)
begin
nxt_state=DECODE_ADD;
case (present_state)
DECODE_ADD:
begin
if((pktvalid && (add==2'b00) && fifoe0)||(pktvalid && (din==2'b01) && fifoe1)||(pktvalid
&& (din==2'b10) &&fifoe2))
nxt_state=LFD;
else if ((pktvalid && (din==2'b00) && !fifoe0)||(pktvalid && (din==2'b01) &&
!fifoe1)||(pktvalid && (din==2'b10) && !fifoe2))
nxt_state=WAIT_TILL_EMPTY;
else
nxt_state=DECODE_ADD;
end
LFD:
nxt_state=LD;
LD:
begin
if(fifofull)
nxt_state=FFS;
else if(!pktvalid && !fifofull)
nxt_state=LP;
else
nxt_state=LD;
end
FFS:
begin
if(!fifofull)
nxt_state=LAF;
else
nxt_state=FFS;
end
LAF:
begin
if(!parity_done && !lowpktvalid)
nxt_state=LD;
else if(!parity_done && lowpktvalid)
nxt_state=LP;
else if(parity_done)
nxt_state=DECODE_ADD;
end
LP:
nxt_state=CPERROR;
CPERROR:
begin
if(!fifofull)
nxt_state=DECODE_ADD;
else
nxt_state=FFS;
end
WAIT_TILL_EMPTY:
begin
if ((fifoe0 && (add==2'b00))||(fifoe1 && (add==2'b01))||(fifoe2 && (add==2'b10)))
nxt_state=LFD;
else
nxt_state=WAIT_TILL_EMPTY;
end
default: nxt_state=DECODE_ADD;
endcase
end
assign detect_add=(present_state==DECODE_ADD)?1'b1:1'b0;
assign lfd_state=(present_state==LFD)?1'b1:1'b0;
assign ld_state=(present_state==LD)?1'b1:1'b0;
assign laf_state=(present_state==LAF)?1'b1:1'b0;
assign rst_int_reg=(present_state==CPERROR)?1'b1:1'b0;
assign full_state=(present_state==FFS)?1'b1:1'b0;
assign
we_en_reg=((present_state==LAF)||(present_state==LD)||(present_state==LP))?1'b1:1'b0;
assign
busy=((present_state==LP)||(present_state==LFD)||(present_state==LAF)||(present_state==CPERROR)||(present_state==FFS)||(present_state==WAIT_TILL_EMPTY))?1'b1:1'b0;
endmodule
module Router_synchronizer(clk,rst,detect_add,wr_en_reg,din,e0,e1,e2,f0,f1,f2,re0,re1,re2,we,fifofull,srst0,srst1,srst2,vldout0,vldout1,vldout2);
input clk,rst,detect_add,wr_en_reg,e0,e1,e2,f0,f1,f2,re0,re1,re2;
input [1:0]din;
output reg [2:0]we;
output reg fifofull,srst0,srst1,srst2;
output vldout0,vldout1,vldout2;
reg [1:0] temp_reg;
reg [4:0] timer_0,timer_1,timer_2;
wire flag_0=(timer_0==5'd29);
wire flag_1=(timer_1==5'd29);
wire falg_2=(timer_2==5'd29);  
always @(posedge clk)
begin
if(!rst)
temp_reg<=1'b0;
else if(detect_add)
temp_reg<=din;
end
always @ (posedge clk)
begin
if (wr_en_reg)
begin
case(temp_reg)
2'b00 : we <= 3'b001;  
2'b01 : we <= 3'b010;
2'b10 : we <= 3'b100;
default: we <= 3'b000;
endcase
end
end
always@(posedge clk)
begin
case(temp_reg)
2'b00 : fifofull <= f0;
2'b01 : fifofull <= f1;
2'b10 : fifofull <= f2;
default: fifofull <= 1'b0;
endcase
end
always @(posedge clk)
begin
if(!rst)
begin
timer_0<=1'b0;
srst0<=1'b0;
end
else if(vldout0)
begin
if((~re0) && (flag_0))
begin
srst0<=1'b1;
timer_0<=5'b0;
end
end
else
begin
srst0<=1'b0;
timer_0<=timer_0+1'b1;
end
end
always @(posedge clk)
begin
if(!rst)
begin
timer_1<=1'b0;
srst1<=1'b0;
end
else if(vldout1)
begin
if((~re1) && (flag_1))
begin
srst1<=1'b1;
timer_1<=5'b0;
end
end
else
begin
srst1<=1'b0;
timer_1<=timer_1+1'b1;
end
end
always @(posedge clk)
begin
if(!rst)
begin
timer_2<=1'b0;
srst2<=1'b0;
end
else if(vldout2)
begin
if((~re2) && (flag_2))
begin
srst2<=1'b1;
timer_2<=5'b0;
end
end
else
begin
srst2<=1'b0;
timer_2<=timer_2+1'b1;
end
end
assign vldout0 = ~e0;
assign vldout1 = ~e1;
assign vldout2 = ~e2;
endmodule
### ./run.sh
#!/bin/bash
# OpenROAD 26Q1-2900-gdf79404cd8, Yosys 0.63+post, stock flow scripts
make -C /OpenROAD-flow-scripts/flow DESIGN_CONFIG=/design/flow/config.mk WORK_HOME=/design/flow/orfs finish
### ./config.mk
export PLATFORM = sky130hd
export DESIGN_NAME = Router_synchronizer
export DESIGN_NICKNAME = Router_synchronizer
export VERILOG_FILES = /design/flow/design.v
export SDC_FILE = /design/flow/constraint.sdc
export NUM_CORES = 4
export LEC_CHECK = 1
export CORE_AREA = 10 10 76 76
export DIE_AREA = 0 0 86 86
### ./constraint.sdc
current_design Router_synchronizer

set clk_period 1.8
set clk_io_pct 0.2

create_clock -name clk0 -period $clk_period [get_ports {clk}]

set non_clock_inputs [all_inputs -no_clocks]
set_input_delay [expr $clk_period * $clk_io_pct] -clock clk0 $non_clock_inputs
set_output_delay [expr $clk_period * $clk_io_pct] -clock clk0 [all_outputs]
==> results.md <==
| Metric | This run |
| --- | --- |
| Outcome | finished, final reports clean |
| Hold WC Path Type | register to register |
| Wire length of the first global-routing pass | 3370 µm |
| Unrepaired setup endpoints after global routing | false |
| Number of instances in the placed design | 164 |
| Delay contributed by the slowest stage of the critical path | 460 ps |
| Clock tree from TritonCTS | built |
| CP most frequent cell | sky130_fd_sc_hd__clkdlybuf4s50_1 |
| Per-cell routed wire length | 11.7 µm |
| Top Layer Used | met4 |
| Max Buffers Root-to-Sink | 2 |
| Peak supply drop | 0.000279 V |
| # Post-CTS Setup Buffers | 0 |
| Setup violators final | 0 |
| Number of antenna cells inserted | 0 |
| Maximum fanout along the worst path | 2 |
| Layout Skew | 4.18 ps |
| Latency at later pin | 250 ps |
| Fillcell total | 428 |
| Cells along the critical path | clkdlybuf4s50_1, inv_2, clkdlybuf4s50_1 |
| Total non-filler cell area in the finished layout | 1210 µm² |
| Commonest cells in the netlist | 15 x sky130_fd_sc_hd__dfxtp_1, 9 x sky130_fd_sc_hd__nand3_1, 7 x sky130_fd_sc_hd__nand2_1, 6 x sky130_fd_sc_hd__nor2_1 |
| Total wire length after detailed routing | 1970 µm |
| Leakage power figure | 0.454 nW |
| Hold Path End | timer_0[4] |
| Length in cells of the worst reg-to-reg path | 4 |
| Ratio of cells with drive above 1 in the final layout | 11.9% |
| Routed via count divided by cell count | 4.39 |
| Post-synthesis sequential area ratio | 46.2% |
| H-tree level count | 1 |
| Highest Clock Rate | 0.590 GHz |
| Number of gates resized after cts | 0 |
| Overall power consumption | 0.000871 W |
| Combinational cell area excluding buffers and inverters | 417 µm² |
| Destination of the worst register-to-register timing path | timer_0[4] |
| Pin count of the biggest net entering global routing | 15 |
| Area of the core | 4120 µm² |
| Detailed Place HPWL | 1500 µm |
| Mean post-synth cell area | 9.50 µm² |
| Final Hold Viols | 0 |
| Vertical die dimension | 86 µm |
| Leftover overflow at the end of global routing | 0 |
| CTS root buf | sky130_fd_sc_hd__clkbuf_8 |
| PwrDens | 720 nW/µm² |
| R2R setup slack | 500 ps |
| Final slew viol count | 0 |
| Worst-path clk slew | 70 ps |
| Hold buffer count at CTS | 0 |
| Chip area line of the yosys report | 846 µm² |
| Post-synth cell types | 29 |
| CP Capture Type | output pin |
| Hold Crit Depth | 2 |
| Vias | 738 |
| Horizontal extent of the die | 86 µm |
| Largest type area fraction | 35.5% |
| Number of placement rows | 23 |
| Final core occ | 29.4% |
| Reported max-cap violation count | 0 |
| Required time at the endpoint of the critical path | 1440 ps |
| Primary FF master, synth | sky130_fd_sc_hd__dfxtp_1 |
| Core utilization before placement | 20.6% |
| Detailed-route wire length on metal 1 | 918 µm |
| Final setup TNS | 0 ps |
| Worst EP arrival | 1340 ps |
| Warnings, synthesis | 3 |
| Most frequent cell after synthesis | sky130_fd_sc_hd__dfxtp_1 |
| DP Area | 1150 µm² |
| Worst Hold Launch | timer_0[4] |
| Cell type of the slowest stage on the worst timing path | sky130_fd_sc_hd__clkdlybuf4s50_1 |
| Top delay family on crit path | buffers and inverters |
| Num Clock Sinks | 18 |
| Post-layout instance count excluding filler cells | 168 |
| Routed Antenna Nets | 0 |
| Cell type contributing the most total cell area after synthesis | sky130_fd_sc_hd__dfxtp_1 |
| Routed length on met3 | 242 µm |
| Gp weighted congestion | 0.842 |
| Top flop regs | timer_0 (5), timer_1 (5), we (3) |
| Fraction of synthesis flops using an asynchronous set or reset pin | 0% |
| Port Buffer Count | 22 |
| Layout overhead on the synthesized area | 42.9% |
| Reg-to-Reg Start | timer_0[0] |
| Initial antenna violation count | 0 |
| Flip-flops with a built-in enable | 3 |
| Number of optimization iterations in the first detailed-route pass | 4 |
| Number of standard cells reported by yosys | 89 |
| Initial detailed-routing violation count | 60 |
| Gate count after technology mapping | 89 |
| Worst setup SP type | input port |
| Top Ports | 25 |
| Via count of the first global-routing pass | 731 |
| Cell area after synthesis | 846 µm² |
| Number of warnings in the stage logs | 28 |
| Count of buffering cells on the critical path with inverters included | 3 |
| Min Tclk post-route | 1700 ps |
| Number of clock buffers inserted by TritonCTS | 3 |
| Total met2 wirelength after detailed routing | 795 µm |
| Ratio of final minimum period to clock period | 94.2% |
| Type of the worst setup path | input port to output pin |
| Full die area | 7400 µm² |
| Largest cells by area | sky130_fd_sc_hd__dfxtp_1 36%, sky130_fd_sc_hd__edfxtp_1 11%, sky130_fd_sc_hd__ha_1 5.9%, sky130_fd_sc_hd__nand3_1 5.3%, sky130_fd_sc_hd__o32ai_1 4.1% |
| Sequential cell area in the final layout | 390 µm² |
| Post-route DRC | 0 |
| Synthesized registers | 18 |
| All-Layer GR Usage | 5.42% |
power by group:
| part | total, W | switching [W] | internal (W) | leakage, nW |
|---|---|---|---|---|
| Clock | 0.000322 | 0.000128 | 0.000194 | 0.0288 |
| Combinational | 0.000107 | 0.0000392 | 0.0000674 | 0.273 |
| Sequential | 0.000442 | 0.0000142 | 0.000428 | 0.152 |
layout make-up:
class                           instances  area share, %
Multi-Input combinational cell         62           34.5
Clock buffer                            4           4.55
Inverter                                7           2.17
Tap cell                               50           5.18
Timing Repair Buffer                   27           21.3
Sequential cell                        18           32.3
metrics by stage:
stage                     setup slack, ps  hold WS (ps)
after floorplan                       662           450
after global placement               80.3           478
after detailed placement             40.3           489
after CTS                            70.9           500
after global routing                 32.5           523
final                                 104           499
cell usage in the layout (no fill, tap or decap), types with 2 or more instances in the layout:
cell type                         instances
sky130_fd_sc_hd__mux2i_1                  3
sky130_fd_sc_hd__nand2b_1                 3
sky130_fd_sc_hd__nand3b_1                 2
sky130_fd_sc_hd__o32ai_1                  4
sky130_fd_sc_hd__nor2_1                   6
sky130_fd_sc_hd__mux2_2                   2
sky130_fd_sc_hd__dfxtp_1                 15
sky130_fd_sc_hd__inv_1                    4
sky130_fd_sc_hd__edfxtp_1                 3
sky130_fd_sc_hd__clkdlybuf4s50_1         22
sky130_fd_sc_hd__o21ai_0                  4
sky130_fd_sc_hd__or3_1                    2
sky130_fd_sc_hd__clkbuf_8                 4
sky130_fd_sc_hd__ha_1                     4
sky130_fd_sc_hd__buf_4                    5
sky130_fd_sc_hd__nand3_1                  9
sky130_fd_sc_hd__nand2_1                  7
sky130_fd_sc_hd__o211a_1                  2
sky130_fd_sc_hd__nor2b_1                  2
sky130_fd_sc_hd__inv_2                    3
sky130_fd_sc_hd__a21oi_1                  2
sky130_fd_sc_hd__nand4_1                  2
routing by layer:
layer | track usage [%] | up-vias
met2 | 7.71 | 22
met1 | 7.22 | 336
met5 | 0 | -
met3 | 3.05 | 2
li1 | - | 378
met4 | 0.599 | 0
logic make-up after synthesis:
logic type | synth area share (%)
compound gates | 14.2
xor+xnor | 2.07
fa+ha+maj | 5.92
buf+inv | 4.58
flops | 46.2
mux | 6.21
other cells | 0.443
simple gates | 20.4
worst reg2reg max path: cells and delay by family (launching register included):
| kind | cells | cell delay (ps) |
|---|---|---|
| and+or+nand+nor | 1 | 100 |
| AOI/OAI and AO/OA | 1 | 210 |
| DFF | 1 | 410 |
| adders and majority gates | 1 | 230 |
| muxes | 1 | 270 |
how the worst max path moves through the flow:
stage	start	endpoint	slack, ps	cells past startpoint
after CTS	e1	vldout1	70	3
final	e1	vldout1	100	3
after global routing	e0	vldout0	30	3
No activity file was given, so power comes from the tool's default toggle rates.
